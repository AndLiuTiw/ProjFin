## flow/config.mk

```make
export PLATFORM = sky130hd
export DESIGN_NAME = bitcoin_hash
export DESIGN_NICKNAME = bitcoin_hash
export VERILOG_FILES = /design/flow/design.v
export SDC_FILE = /design/flow/constraint.sdc
export NUM_CORES = 4
export LEC_CHECK = 1
export CORE_UTILIZATION = 40
export SYNTH_HDL_FRONTEND = slang
```

## flow/constraint.sdc

```tcl
current_design bitcoin_hash

set clk_period 162.0
set clk_io_pct 0.2

create_clock -name clk0 -period $clk_period [get_ports {clk}]

set non_clock_inputs [all_inputs -no_clocks]
set_input_delay [expr $clk_period * $clk_io_pct] -clock clk0 $non_clock_inputs
set_output_delay [expr $clk_period * $clk_io_pct] -clock clk0 [all_outputs]
```

## flow/design.v

```verilog
module bitcoin_hash (input logic        clk, reset_n, start,
                     input logic [15:0] message_addr, output_addr,
                    output logic        done, mem_clk, mem_we,
                    output logic [15:0] mem_addr,
                    output logic [31:0] mem_write_data,
                     input logic [31:0] mem_read_data);
parameter num_nonces = 16;
parameter int k[64] = '{
    32'h428a2f98,32'h71374491,32'hb5c0fbcf,32'he9b5dba5,32'h3956c25b,32'h59f111f1,32'h923f82a4,32'hab1c5ed5,
    32'hd807aa98,32'h12835b01,32'h243185be,32'h550c7dc3,32'h72be5d74,32'h80deb1fe,32'h9bdc06a7,32'hc19bf174,
    32'he49b69c1,32'hefbe4786,32'h0fc19dc6,32'h240ca1cc,32'h2de92c6f,32'h4a7484aa,32'h5cb0a9dc,32'h76f988da,
    32'h983e5152,32'ha831c66d,32'hb00327c8,32'hbf597fc7,32'hc6e00bf3,32'hd5a79147,32'h06ca6351,32'h14292967,
    32'h27b70a85,32'h2e1b2138,32'h4d2c6dfc,32'h53380d13,32'h650a7354,32'h766a0abb,32'h81c2c92e,32'h92722c85,
    32'ha2bfe8a1,32'ha81a664b,32'hc24b8b70,32'hc76c51a3,32'hd192e819,32'hd6990624,32'hf40e3585,32'h106aa070,
    32'h19a4c116,32'h1e376c08,32'h2748774c,32'h34b0bcb5,32'h391c0cb3,32'h4ed8aa4a,32'h5b9cca4f,32'h682e6ff3,
    32'h748f82ee,32'h78a5636f,32'h84c87814,32'h8cc70208,32'h90befffa,32'ha4506ceb,32'hbef9a3f7,32'hc67178f2
};
enum logic [2:0] {IDLE, READ, BLOCK, COMPUTE, WRITE} state;
logic [31:0] w[64];  
logic [31:0] message[20];  
logic [31:0] wt;  
logic [31:0] h0, h1, h2, h3, h4, h5, h6, h7;  
logic [31:0] h_init0, h_init1, h_init2, h_init3, h_init4, h_init5, h_init6, h_init7;
logic [31:0] h_two0, h_two1, h_two2, h_two3, h_two4, h_two5, h_two6, h_two7;
logic [31:0] h_array [15:0];
logic [31:0] a, b, c, d, e, f, g, h;  
logic [ 7:0] i, j, ind, ind2;  
logic flag;
logic [31:0] nonce;
logic [15:0] offset;  
logic        cur_we;  
logic [15:0] cur_addr;  
logic [31:0] cur_write_data;  
logic [511:0] memory_block;  
logic [ 7:0] tstep;  
assign tstep = (i - 8'd1);
assign mem_clk = clk;
assign mem_addr = cur_addr + offset; 
assign mem_we = cur_we;
assign mem_write_data = cur_write_data;
function logic [31:0] rightrotate(input logic [31:0] x,
                                  input logic [ 7:0] r);
   rightrotate = (x >> r) | (x << (32 - r));
endfunction
always_ff @(posedge clk, negedge reset_n)
begin
  if (!reset_n) begin
    cur_we <= 1'b0;
    state <= IDLE;
  end 
  else case (state)
    IDLE: begin 
       if(start) begin
			a <= 32'h6a09e667; 
			b <= 32'hbb67ae85;
			c <= 32'h3c6ef372;
			d <= 32'ha54ff53a;
			e <= 32'h510e527f;
			f <= 32'h9b05688c;
			g <= 32'h1f83d9ab;
			h <= 32'h5be0cd19;
			h_init0 <= 32'h6a09e667; 
			h_init1 <= 32'hbb67ae85;
			h_init2 <= 32'h3c6ef372;
			h_init3 <= 32'ha54ff53a;
			h_init4 <= 32'h510e527f;
			h_init5 <= 32'h9b05688c;
			h_init6 <= 32'h1f83d9ab;
			h_init7 <= 32'h5be0cd19;
			cur_we <= 0;  
			offset <= 0;  
			cur_addr <= message_addr;  
			i <= 1;  
			j <= 0;  
         nonce <= 32'b0;
			flag <= 0;
			ind2 <= 0;  
			offset <= 0;  
			state <= READ;
       end
    end
	 READ: begin
		if(ind2 > 0) begin
			message[ind2 - 1] <= mem_read_data;
		end
		if(ind2 <= 19) begin
			offset <= offset + 16'd1;  
			ind2 <= ind2 + 8'd1;
			state <= READ;
		end
		else begin
			state <= BLOCK;
		end
	 end
    BLOCK: begin
		if (j == 0) begin 
			h0 <= a;
			h1 <= b;
			h2 <= c;
			h3 <= d;
			h4 <= e;
			h5 <= f;
			h6 <= g;
			h7 <= h;
			memory_block <= {message[15],message[14],message[13],message[12],message[11],message[10],message[9],message[8],message[7],message[6],message[5],message[4],message[3],message[2],message[1],message[0]};
			j <= j + 8'd1;  
			state <= COMPUTE;
			i <= 1;
		end
		else if (j < 17 && flag == 0) begin
			h0 <= h_two0;
			h1 <= h_two1;
			h2 <= h_two2;
			h3 <= h_two3;
			h4 <= h_two4;
			h5 <= h_two5;
			h6 <= h_two6;
			h7 <= h_two7;
			memory_block <= {{10{32'h00000000}},32'h80000000,nonce,message[18],message[17],message[16]};
			state <= COMPUTE;
			i <= 1;
      end
		else if (j < 17 && flag == 1) begin
         memory_block <= {32'd256,{6{32'h00000000}},32'h80000000,h, g, f, e, d, c, b, a};
			h0 <= h_init0;
			h1 <= h_init1;
			h2 <= h_init2;
			h3 <= h_init3;
			h4 <= h_init4;
			h5 <= h_init5;
			h6 <= h_init6;
			h7 <= h_init7;
			j <= j + 8'd1;
         nonce <= nonce + 32'd1;
			state <= COMPUTE;
			i <= 1;
		end
		else if(j == 17) begin  
			j <=  j + 8'd1;
         nonce <= 32'd0;
			state <= BLOCK;
		end
		else begin  
			cur_we <= 1;  
			cur_addr <= output_addr;  
			offset <= 0;  
			ind <= 0;  
			cur_write_data <= h_array[nonce];  
			nonce <= nonce + 32'd1;
			state <= WRITE;
		end
    end
    COMPUTE: begin
        if (i <= 64) begin  
			case (i)
				1 : begin
					w[tstep] <= memory_block[31:0];
				end
				2 : begin
					w[tstep] <= memory_block[63:32];
				end
				3 : begin
					w[tstep] <= memory_block[95:64];
				end
				4 : begin
					w[tstep] <= memory_block[127:96];
				end
				5 : begin
					w[tstep] <= memory_block[159:128];
				end
				6 : begin
					w[tstep] <= memory_block[191:160];
				end
				7 : begin
					w[tstep] <= memory_block[223:192];
				end
				8 : begin
					w[tstep] <= memory_block[255:224];
				end
				9 : begin
					w[tstep] <= memory_block[287:256];
				end
				10 : begin
					w[tstep] <= memory_block[319:288];
				end
				11 : begin
					w[tstep] <= memory_block[351:320];
				end
				12 : begin
					w[tstep] <= memory_block[383:352];
				end
				13 : begin
					w[tstep] <= memory_block[415:384];
				end
				14 : begin
					w[tstep] <= memory_block[447:416];
				end
				15 : begin
					w[tstep] <= memory_block[479:448];
				end
				16 : begin
					w[tstep] <= memory_block[511:480];
				end
				default : begin  
					w[tstep] <= w[tstep - 16] + w[tstep - 7] + (rightrotate(w[tstep - 15],7) ^ rightrotate(w[tstep - 15],18) ^ (w[tstep - 15] >> 3)) + (rightrotate(w[tstep - 2],17) ^ rightrotate(w[tstep - 2],19) ^ (w[tstep - 2] >> 10));
				end
			endcase
			i <= i + 8'd1;
			state <= COMPUTE;  
		  end
		  else if(i <= 128) begin  
			a <= h + (rightrotate(e, 6) ^ rightrotate(e, 11) ^ rightrotate(e, 25)) + ((e & f) ^ ((~e) & g)) + k[tstep - 8'd64] + w[tstep - 8'd64] + (rightrotate(a, 2) ^ rightrotate(a, 13) ^ rightrotate(a, 22)) + ((a & b) ^ (a & c) ^ (b & c));
			b <= a;
			c <= b;
			d <= c;
			e <= d + h + (rightrotate(e, 6) ^ rightrotate(e, 11) ^ rightrotate(e, 25)) + ((e & f) ^ ((~e) & g)) + k[tstep - 8'd64] + w[tstep - 8'd64];
			f <= e;
			g <= f;
			h <= g;
			i <= i + 8'd1;
			state <= COMPUTE;  
		  end
		  else if (i == 129) begin  
		   a <= a + h0;
			b <= b + h1;
			c <= c + h2;
			d <= d + h3;
			e <= e + h4;
			f <= f + h5;
			g <= g + h6;
			h <= h + h7;
			i <= i + 1;
			state <= COMPUTE;
		  end
		  else begin
			if(flag == 1) begin
				h_array[nonce] <= a;
				flag <= 0;
		   end
			else if (j > 0 && j < 17 && flag == 0) begin
				h_two0 <= a;
				h_two1 <= b;
				h_two2 <= c;
				h_two3 <= d;
				h_two4 <= e;
				h_two5 <= f;
				h_two6 <= g;
				h_two7 <= h;
				flag <= 1;
			end
			state <= BLOCK;  
		  end
    end
    WRITE: begin
		if (nonce < 16) begin
			cur_write_data <= h_array[nonce];
			nonce <= nonce + 32'd1;
			offset <= offset + 16'd1;
			state <= WRITE;
		end
		else  begin
			cur_we <= 0;  
			nonce <= 32'd0;
			state <= IDLE;
			offset <= 0;
		end
	end
endcase
end
assign done = (state == IDLE);
endmodule
```

## flow/run.sh

```bash
#!/bin/bash
# OpenROAD 26Q1-2900-gdf79404cd8, Yosys 0.63+post, stock flow scripts
make -C /OpenROAD-flow-scripts/flow DESIGN_CONFIG=/design/flow/config.mk WORK_HOME=/design/flow/orfs finish
```

==> GITHUB_STEP_SUMMARY <==
### Metrics collected by this job

| Metric | Value |
|---|---|
| Slew margin rel. | `a little over a fifth` |
| Setup TNS | `0 ps` |
| Starting Density | `40.2%` |
| Worst Hold Class | `register to register` |
| Setup ws final | `47,970 ps` |
| Reg2reg start | `i[1]` |
| Pwr/cell area | `20.2 mW/mm2` |
| Largest net degree at the start of global routing | `171` |
| CP Class | `clock port to output pin` |
| Synth Flop Type | `edfxtp_1` |
| GR Overflow Total | `0` |
| Register share after synthesis | `between 50% and 60%` |
| Die Size | `slightly above 0.6 mm2` |
| Synth warnings | `0` |
| Drt drc | `0` |
| Log Warnings | `between 60 and 70` |
| P_leak | `90.7 nW` |
| EDFF count, synth | `4,569` |
| PostCTS Resize Cnt | `0` |
| Syn Inst Count | `15,600` |
| Kind of cell adding the most delay to the critical path | `buffers and inverters` |
| Final Non-Filler Cells | `24,400` |
| Unrepaired setup endpoints after global routing | `false` |
| Post-CTS Hold Buffers | `0` |
| Vias in the first global route | `approximately 160k` |
| Syn avg cell area | `15.6 um2` |
| Storage cell area | `between 0.1 and 0.15 mm2` |
| CP Max Fanout | `3` |
| Initial antenna violation count | `39` |
| Worst EP required | `129,600 ps` |
| Min-delay src | `message[14][28]` |
| Largest cells by area after synthesis | `edfxtp_1 (57%), mux4_2 (19%), fa_1 (2.9%)` |
| Worst Tran Pin Value | `1170 ps` |
| CTS tree | `done` |
| Post-Syn Area | `0.243 mm2` |
| Floorplan row count | `285` |
| Pre-CTS setup slack | `a little under 50,000 ps` |
| Max-capacitance violation count | `0` |
| First-pass GRT wire length | `1,270,000 um` |
| I/O pin count | `118` |
| Logic area | `0.0998 mm2` |
| Final hold vios | `0` |
| Most common cell in the netlist | `edfxtp_1` |
| Register-to-Register Path Depth | `33` |
| Core area | `0.603 mm2` |
| Final setup vio count | `0` |
| Critical Path AT | `a little over 80,000 ps` |
| Area leader, netlist | `edfxtp_1` |
| First drt pass iteration count | `9` |
| Hold Path Depth | `1` |
| Final GP Congestion | `1.05` |
| Most frequent cells after synthesis | `edfxtp_1 (4,569), mux4_2 (2,014), nand2_1 (1,081)` |
| Synth Register Bits | `~4,600` |
| Yosys cell count | `15,600` |
| GRT Total Usage | `32.9%` |
| Layout area overhead | `12.7%` |
| R2r setup slk | `148,080 ps` |
| CP Cell Sequence | `clkbuf_16 -> clkbuf_16 -> clkdlybuf4s50_1` |
| Post-layout power | `5.53 mW` |
| Peak VDD IR | `0.0000810 V` |
| Clk slew on worst S/H paths | `60 ps` |
| Min Hold Slack | `476 ps` |
| Final WL | `roughly 930,000 um` |
| Area leader share | `56.5%` |
| Max stage delay on crit path | `between 300 and 400 ps` |
| Crit path top cell by count | `clkbuf_16` |
| Number of fill cells | `approximately 52,000` |
| Die X | `slightly below 800 um` |
| Critical-path top delay cell | `clkdlybuf4s50_1` |
| Slew Viols, Final | `0` |
| Initial DRC Count | `13,800` |
| Crit Reg-Reg Endpoint | `w[49][30]` |
| Buffers on Ports | `117` |
| Worst hold endpoint | `memory_block[476]` |
| Share of layout cells above drive strength 1 | `23.8%` |
| Chip Height | `about 780 um` |
| Yosys stat area | `0.243 mm2` |
| Post-DP HPWL | `640,000 um` |
| Late-Pin Clk Latency | `approximately 1200 ps` |
| Vias/cell | `about 6.3` |
| CP Capture Type | `output pin` |
| Library cells used by synthesis | `94` |
| Asr flop ratio synth | `0.131%` |
| Status | `finished, final reports clean` |
| Crit path launch type | `clock port` |
| Remaining antenna violation count | `0` |
| Vias | `153,000` |
| Max Clock Skew | `between 90 and 100 ps` |
| Placed cell count | `about 23,000` |
| Avg WL per Cell | `~38 um` |
| Worst path bufs/invs | `3` |
| Post-CTS setup buffers | `0` |
power breakdown:
part,switching (mW),total (mW),internal (mW)
Combinational,1.96,3.05,1.09
Sequential,0.0237,1.35,1.32
Clock,0.494,1.14,0.644
Total,2.47,5.53,3.06
cells in the final DEF, fill, tap and decap left out, types with 346 or more instances in the layout:
cell       count
edfxtp_1    4569
mux4_2      2014
nand2_1     1077
buf_4        778
inv_1        694
a21oi_1      556
o21ai_0      508
nor2_1       499
clkbuf_16    489
ha_1         383
xnor2_1      375
mux2i_1      365
fa_1         346
per-layer routing:
metal  vias to the layer above  track usage, %  wire (um)
met1                     76400            35.4     268000
met5                         -            5.39       4500
li1                      63200               -          -
met3                      2358            25.5     171000
met2                     11400            44.8     401000
met4                        94            20.7      81400
worst reg2reg max path: cells and delay by family, from the launching register on:
family	cells	cell delay, ps
mux	4	1470
simple gates	1	670
compound gates	9	3290
fa+ha+maj	4	1400
flops	1	350
buf+inv	12	5490
xor+xnor	3	910
worst max path at each step:
stage,slack [ps],from,to,depth (start not counted)
after global routing,47960,clk,mem_clk,3
after CTS,47960,clk,mem_clk,3
final,47970,clk,mem_clk,3
logic make-up (layout without fill, tap and decap cells):
kind of cell	Yosys count	in the layout	share of synthesized area [%]
AND-OR/OR-AND	2578	2578	7.22
XOR/XNOR	592	592	2.17
adder cells (fa/ha/maj)	764	764	4.98
buffers and inverters	1788	2528	3.01
flip-flops	4579	4579	56.6
multiplexers	2473	2473	20.6
other	0	33	0
AND/OR/NAND/NOR	2833	2833	5.41
state kept, by name (all words and copies together) (netlist names), 512 cells and up, named ones only:
register,flops
memory_block,512
message,608
w,2048
h_array,512
per-stage QoR:
stage	util [%]	cell area, um2
CTS	45.3	273000
detailed placement	42.6	257000
finish	45.3	274000
floorplan	-	243000
global route	45.3	273000
global placement	42.6	257000
cell type report:
type | count | share of cell area [%]
Tap cell | 8036 | 3.68
Antenna cell | 33 | 0.0302
Inverter | 703 | 0.974
Timing Repair Buffer | 914 | 2.68
Multi-Input combinational cell | 9240 | 36.5
Clock inverter | 335 | 1.31
Sequential cell | 4579 | 50.3
Clock buffer | 576 | 4.60
Power is estimated from default activity; no workload was simulated.
