$ cat flow/design.v
module simplified_sha256 #(parameter integer NUM_OF_WORDS = 20)(
 input logic  clk, reset_n, start,
 input logic  [15:0] message_addr, output_addr,
 output logic done, mem_clk, mem_we,
 output logic [15:0] mem_addr,
 output logic [31:0] mem_write_data,
 input logic [31:0] mem_read_data);
enum logic [2:0] {IDLE, READ, BLOCK, COMPUTE, WRITE} state;
logic [31:0] w[64];  
logic [31:0] message[20];  
logic [31:0] wt;  
logic [31:0] h0, h1, h2, h3, h4, h5, h6, h7;  
logic [31:0] a, b, c, d, e, f, g, h;  
logic [ 7:0] i, j, ind, ind2;  
logic [15:0] offset;  
logic [ 7:0] num_blocks;  
logic        cur_we;  
logic [15:0] cur_addr;  
logic [31:0] cur_write_data;  
logic [511:0] memory_block;  
logic [ 7:0] tstep;  
parameter int k[0:63] = '{
   32'h428a2f98,32'h71374491,32'hb5c0fbcf,32'he9b5dba5,32'h3956c25b,32'h59f111f1,32'h923f82a4,32'hab1c5ed5,
   32'hd807aa98,32'h12835b01,32'h243185be,32'h550c7dc3,32'h72be5d74,32'h80deb1fe,32'h9bdc06a7,32'hc19bf174,
   32'he49b69c1,32'hefbe4786,32'h0fc19dc6,32'h240ca1cc,32'h2de92c6f,32'h4a7484aa,32'h5cb0a9dc,32'h76f988da,
   32'h983e5152,32'ha831c66d,32'hb00327c8,32'hbf597fc7,32'hc6e00bf3,32'hd5a79147,32'h06ca6351,32'h14292967,
   32'h27b70a85,32'h2e1b2138,32'h4d2c6dfc,32'h53380d13,32'h650a7354,32'h766a0abb,32'h81c2c92e,32'h92722c85,
   32'ha2bfe8a1,32'ha81a664b,32'hc24b8b70,32'hc76c51a3,32'hd192e819,32'hd6990624,32'hf40e3585,32'h106aa070,
   32'h19a4c116,32'h1e376c08,32'h2748774c,32'h34b0bcb5,32'h391c0cb3,32'h4ed8aa4a,32'h5b9cca4f,32'h682e6ff3,
   32'h748f82ee,32'h78a5636f,32'h84c87814,32'h8cc70208,32'h90befffa,32'ha4506ceb,32'hbef9a3f7,32'hc67178f2
};
assign num_blocks = determine_num_blocks(NUM_OF_WORDS); 
assign tstep = (i - 8'd1);
function logic [7:0] determine_num_blocks(input logic [31:0] size);
  determine_num_blocks = 8'd2;
endfunction
assign mem_clk = clk;
assign mem_addr = cur_addr + offset; 
assign mem_we = cur_we;
assign mem_write_data = cur_write_data;
function logic [31:0] rightrotate(input logic [31:0] x,
                                  input logic [ 7:0] r);
   rightrotate = (x >> r) | (x << (32 - r));
endfunction
always_ff @(posedge clk, negedge reset_n)
begin
  if (!reset_n) begin
    cur_we <= 1'b0;
    state <= IDLE;
  end 
  else case (state)
    IDLE: begin 
       if(start) begin
			a <= 32'h6a09e667; 
			b <= 32'hbb67ae85;
			c <= 32'h3c6ef372;
			d <= 32'ha54ff53a;
			e <= 32'h510e527f;
			f <= 32'h9b05688c;
			g <= 32'h1f83d9ab;
			h <= 32'h5be0cd19;
			cur_we <= 0;  
			offset <= 0;  
			cur_addr <= message_addr;  
			i <= 1;  
			j <= 0;  
			ind2 <= 0;  
			offset <= 0;  
			state <= READ;
       end
    end
	 READ: begin
		if(ind2 > 0) begin
			message[ind2 - 1] <= mem_read_data;
		end
		if(ind2 <= 19) begin
			offset <= offset + 16'd1;  
			ind2 <= ind2 + 8'd1;
			state <= READ;
		end
		else begin
			state <= BLOCK;
		end
	 end
    BLOCK: begin
	   h0 <= a;
		h1 <= b;
		h2 <= c;
		h3 <= d;
		h4 <= e;
		h5 <= f;
		h6 <= g;
		h7 <= h;
		if (j == 0) begin 
			memory_block <= {message[15],message[14],message[13],message[12],message[11],message[10],message[9],message[8],message[7],message[6],message[5],message[4],message[3],message[2],message[1],message[0]};
			j <= j + 8'd1;
			state <= COMPUTE;
			i <= 1;
		end
		else if (j == 1) begin
			memory_block <= {32'd640,320'b0,1'b1,31'b0,message[19],message[18],message[17],message[16]};
			j <= j + 8'd1;
			state <= COMPUTE;
			i <= 1;
		end
		else if(j == 2) begin  
			j <=  j + 8'd1;
			state <= BLOCK;
		end
		else begin  
			cur_we <= 1;  
			cur_addr <= output_addr;  
			offset <= 0;  
			ind <= 0;  
			cur_write_data <= h0;  
			state <= WRITE;
		end
    end
    COMPUTE: begin
        if (i <= 64) begin  
			case (i)
				1 : begin
					w[tstep] <= memory_block[31:0];
				end
				2 : begin
					w[tstep] <= memory_block[63:32];
				end
				3 : begin
					w[tstep] <= memory_block[95:64];
				end
				4 : begin
					w[tstep] <= memory_block[127:96];
				end
				5 : begin
					w[tstep] <= memory_block[159:128];
				end
				6 : begin
					w[tstep] <= memory_block[191:160];
				end
				7 : begin
					w[tstep] <= memory_block[223:192];
				end
				8 : begin
					w[tstep] <= memory_block[255:224];
				end
				9 : begin
					w[tstep] <= memory_block[287:256];
				end
				10 : begin
					w[tstep] <= memory_block[319:288];
				end
				11 : begin
					w[tstep] <= memory_block[351:320];
				end
				12 : begin
					w[tstep] <= memory_block[383:352];
				end
				13 : begin
					w[tstep] <= memory_block[415:384];
				end
				14 : begin
					w[tstep] <= memory_block[447:416];
				end
				15 : begin
					w[tstep] <= memory_block[479:448];
				end
				16 : begin
					w[tstep] <= memory_block[511:480];
				end
				default : begin  
					w[tstep] <= w[tstep - 16] + w[tstep - 7] + (rightrotate(w[tstep - 15],7) ^ rightrotate(w[tstep - 15],18) ^ (w[tstep - 15] >> 3)) + (rightrotate(w[tstep - 2],17) ^ rightrotate(w[tstep - 2],19) ^ (w[tstep - 2] >> 10));
				end
			endcase
			i <= i + 8'd1;
			state <= COMPUTE;  
		  end
		  else if(i <= 128) begin  
			a <= h + (rightrotate(e, 6) ^ rightrotate(e, 11) ^ rightrotate(e, 25)) + ((e & f) ^ ((~e) & g)) + k[tstep - 8'd64] + w[tstep - 8'd64] + (rightrotate(a, 2) ^ rightrotate(a, 13) ^ rightrotate(a, 22)) + ((a & b) ^ (a & c) ^ (b & c));
			b <= a;
			c <= b;
			d <= c;
			e <= d + h + (rightrotate(e, 6) ^ rightrotate(e, 11) ^ rightrotate(e, 25)) + ((e & f) ^ ((~e) & g)) + k[tstep - 8'd64] + w[tstep - 8'd64];
			f <= e;
			g <= f;
			h <= g;
			i <= i + 8'd1;
			state <= COMPUTE;  
		  end
		  else begin  
		   a <= a + h0;
			b <= b + h1;
			c <= c + h2;
			d <= d + h3;
			e <= e + h4;
			f <= f + h5;
			g <= g + h6;
			h <= h + h7;
			state <= BLOCK;  
		  end
    end
    WRITE: begin
		case (ind)
			0 : begin
				offset <= 1;
				cur_write_data <= h1;
				ind <= ind + 8'd1;
				state <= WRITE;
			end
			1 : begin
				offset <= 2;
				cur_write_data <= h2;
				ind <= ind + 8'd1;
				state <= WRITE;
			end
			2 : begin
				offset <= 3;
				cur_write_data <= h3;
				ind <= ind + 8'd1;
				state <= WRITE;
			end
			3 : begin
				offset <= 4;
				cur_write_data <= h4;
				ind <= ind + 8'd1;
				state <= WRITE;
			end
			4 : begin
				offset <= 5;
				cur_write_data <= h5;
				ind <= ind + 8'd1;
				state <= WRITE;
			end
			5 : begin
				offset <= 6;
				cur_write_data <= h6;
				ind <= ind + 8'd1;
				state <= WRITE;
			end
			6 : begin
				offset <= 7;
				cur_write_data <= h7;
				ind <= ind + 8'd1;
				state <= WRITE;
			end
			7 : begin
				offset <= 0;
				cur_we <= 0;  
				ind <= 8'd0;
				state <= IDLE;
			end
		endcase
    end
   endcase
  end
assign done = (state == IDLE);
endmodule
$ cat flow/run.sh
#!/bin/bash
# OpenROAD 26Q1-2900-gdf79404cd8, Yosys 0.63+post, stock flow scripts
make -C /OpenROAD-flow-scripts/flow DESIGN_CONFIG=/design/flow/config.mk WORK_HOME=/design/flow/orfs finish
$ cat flow/config.mk
export PLATFORM = sky130hd
export DESIGN_NAME = simplified_sha256
export DESIGN_NICKNAME = simplified_sha256
export VERILOG_FILES = /design/flow/design.v
export SDC_FILE = /design/flow/constraint.sdc
export NUM_CORES = 4
export LEC_CHECK = 1
export CORE_UTILIZATION = 50
export SYNTH_HDL_FRONTEND = slang
$ cat flow/constraint.sdc
current_design simplified_sha256

set clk_period 189.7
set clk_io_pct 0.2

create_clock -name clk0 -period $clk_period [get_ports {clk}]

set non_clock_inputs [all_inputs -no_clocks]
set_input_delay [expr $clk_period * $clk_io_pct] -clock clk0 $non_clock_inputs
set_output_delay [expr $clk_period * $clk_io_pct] -clock clk0 [all_outputs]
==> metrics.yaml <==
clk-insertion-delay-late_ps: 1160
top_area_share_pct: 53.7
slew_violations: 0
fill_cells: 32400
path_buffers: 3
stdcell_area_sq_um: 237000
finalHoldViolCount: 0
dp_slack_ps: 56540
ys_types: 98
startpoint_type: "clock port"
rsz0062_at_grt: "no"
ir_worst_vdd_mv: 0.00904
regMostFlops: "w"
avgSynthCellArea_sq_um: 15.1
cts_resized: 0
grt_pass1_vias: 147000
crit_required_ps: 151760
end_kind: "primary output"
ys_ff: 3814
num_rows: 239
drcViolationCount: 0
overflow: 0
chip_area_sq_um: 428000
max_stage_delay_ps: 390
yosys.area.top_type: "edfxtp_1"
status: "finished, final reports clean"
avgRoutedWirePerCell_um: 41.3
log.warning_count: 70
die_x_um: 655
cp_common_cell: "clkbuf_16"
common_cells: "edfxtp_1 (3808), mux4_2 (1815), nand2_1 (935)"
rr_startpoint: "i[1]"
place.detailed.hpwl_mm: 599
drive_above_1_share_pct: 23.9
grt.total_usage_pct: 43.8
r2r_end: "a[31]"
setup_viol_count_final: 0
route.vias.total: 140000
viasPerCell: 6.90
clkTransAtPathRegs_ps: 60
synthFlopType: "edfxtp_1"
area_delta_synth_final_pct: 11.3
grt_pass1_wl_mm: 1150
r2r_setup_slack_ps: 176510
first_iter_violations: 12300
reg_top3: "w: 2048 flops, message: 640 flops, memory_block: 512 flops"
crit_family: "buffers and inverters"
max_slew.worst_pin.slew_ps: 1240
crit_fanout: 8
postCtsSetupBuffers: 0
maxSlewHeadroom_pct: 14.9
ys_seq_share_pct: 53.8
holdWs_ps: 480
totalWireLength_mm: 839
top_cell: "edfxtp_1"
antenna_found_initial: 57
drt_pass1_iterations: 27
core_area_sq_um: 424000
hold_path.class: "reg -> reg"
area_leaders: "edfxtp_1 (54%), mux4_2 (19%), fa_1 (3.3%)"
power_leakage_uw: 0.0798
portBuffers: 117
hold_path_depth: 0
drv_cap: 0
dpl_cell_area_sq_um: 223000
setup-tns-final_ps: 0
crit_arrival_ps: 95500
worst_slack_ps: 56260
cts_tree: "built"
io_pins: 118
slowest_stage: "clkdlybuf4s50_1"
async_flop_share_pct: 0.157
path_class: "clk -> out"
hold-path-endpoint: "h3[11]"
die_y_um: 655
grt_max_degree: 189
ant_nets: 0
syn_inst: 14100
initCoreUtil_pct: 50.2
reg2reg_depth: 29
syn_area_sq_um: 213000
place.gp.congestion: 1.08
fin_skew_ps: 89.5
hold_start: "d[11]"
yosysCellCount: 14100
p_per_area_nw_per_um2: 8.01
yosys_area_sq_um: 213000
ys_warn_count: 0
critPathLaunch: "clk"
ctsHoldBuffers: 0
crit_chain: "clkbuf_16, clkbuf_16, clkdlybuf4s50_1"
edf_count: 3808
largest_reg_flops: 2048
power breakdown:
group	switching (uW)	internal, uW
clock	349	468
sequential	3.05	920
combinational	98.3	57.6
total	450	1450
metrics by stage:
step | total power (uW) | cells | utilization [%]
2_1_floorplan | 1030 | 14100 | -
3_3_place_gp | 1090 | 19500 | 52.7
3_5_place_dp | 1090 | 19500 | 52.7
4_1_cts | 1900 | 20200 | 55.9
5_1_grt | 1950 | 20300 | 55.9
6_report | 1900 | 20300 | 55.9
placed cells by master, fill, tap and decap left out, drive strengths merged, types with 50 or more instances in the layout:
cell type,count
a211oi,151
a21o,138
a21oi,554
a31oi,104
and2,50
and3,459
buf,633
clkbuf,488
clkdlybuf4s50,117
clkinv,176
diode,55
edfxtp,3808
fa,346
ha,389
inv,588
mux2,193
mux2i,444
mux4,1817
nand2,935
nand2b,65
nand3,201
nor2,597
nor2b,68
nor3,122
o211ai,124
o21a,74
o21ai,444
o22ai,80
xnor2,385
xor2,199
layout make-up:
cell class / instances / area [sq um] / area share (%)
Multi-Input combinational cell: 8678 / 93300 / 39.4
Timing Repair Buffer: 749 / 6110 / 2.58
Clock inverter: 270 / 2930 / 1.24
Sequential cell: 3814 / 115000 / 48.3
Clock buffer: 489 / 10700 / 4.50
Antenna cell: 55 / 138 / 0.0581
Inverter: 569 / 2170 / 0.915
Tap cell: 5663 / 7090 / 2.99
worst reg2reg max path: cells and delay by family, from the launching register on:
kind | cells | cell delay, ps
compound gates | 10 | 3850
mux | 3 | 1180
buf+inv | 8 | 3970
xor+xnor | 1 | 160
simple gates | 1 | 140
fa+ha+maj | 6 | 3260
flops | 1 | 320
routing by layer:
layer / vias up / GRT usage, % / wire length [um]
met1: 69300 / 52.5 / 253000
met5: - / 17.5 / 10000
met2: 11800 / 54.6 / 343000
met3: 1879 / 40.6 / 186000
met4: 200 / 17.4 / 46500
li1: 56700 / - / -
how the worst max path moves through the flow:
| stage | slack [ps] | to | depth (start not counted) |
|---|---|---|---|
| finish | 56260 | mem_clk | 3 |
| global route | 56250 | mem_clk | 3 |
| CTS | 56250 | mem_clk | 3 |
cell families after synthesis:
kind of cell               count (synthesis)  share of synthesized area (%)
AOI/OAI and AO/OA                       2233                           6.92
muxes                                   2454                           22.3
buffers and inverters                   1571                           3.00
xor gates and xnor gates                 584                           2.45
and+or+nand+nor                         2644                           5.84
DFF                                     3814                           53.8
adders and majority gates                763                           5.67
Power and IR drop assume default switching activity.
